<file path="design.v">
module traffic_light (
    input wire clk,
    input wire reset,           
    output reg [2:0] north_light,
    output reg [2:0] south_light,
    output reg [2:0] east_light,
    output reg [2:0] west_light
);
reg[1:0] state;
       parameter [1:0] S0 = 2'b00;   
    parameter [1:0] S1 = 2'b01;   
    parameter [1:0] S2 = 2'b10;   
    parameter [1:0] S3 = 2'b11;   
    reg [5:0] timer;
    always @(posedge clk) begin
        if (reset==1'b0) begin
            state <= S0;
            timer <= 0;
        end else begin
            if ((state==S0 || state==S2) && timer==30) begin
                state <= state + 1;
                timer <= 0;
            end else if ((state==S1 || state==S3) && timer==5) begin
                state <= (state==S3) ? S0 : state + 1;
                timer <= 0;
            end else begin
                timer <= timer + 1;
            end
        end
    end
    always @(*) begin
        case(state)
            S0: begin  
                north_light = 3'b100; south_light = 3'b100;
                east_light  = 3'b001; west_light  = 3'b001;
            end
            S1: begin  
                north_light = 3'b010; south_light = 3'b010;
                east_light  = 3'b001; west_light  = 3'b001;
            end
            S2: begin  
                north_light = 3'b001; south_light = 3'b001;
                east_light  = 3'b100; west_light  = 3'b100;
            end
            S3: begin  
                north_light = 3'b001; south_light = 3'b001;
                east_light  = 3'b010; west_light  = 3'b010;
            end
            default: begin
                north_light = 3'b001; south_light = 3'b001;
                east_light  = 3'b001; west_light  = 3'b001;
            end
        endcase
    end
endmodule
</file>
<file path="run.sh">
#!/bin/bash
# OpenROAD 26Q1-2900-gdf79404cd8, Yosys 0.63+post, stock flow scripts
make -C /OpenROAD-flow-scripts/flow DESIGN_CONFIG=/design/flow/config.mk WORK_HOME=/design/flow/orfs finish
</file>
<file path="config.mk">
export PLATFORM = sky130hd
export DESIGN_NAME = traffic_light
export DESIGN_NICKNAME = traffic_light
export VERILOG_FILES = /design/flow/design.v
export SDC_FILE = /design/flow/constraint.sdc
export NUM_CORES = 4
export LEC_CHECK = 1
export CORE_AREA = 10 10 70 70
export DIE_AREA = 0 0 80 80
</file>
<file path="constraint.sdc">
current_design traffic_light

set clk_period 1.8
set clk_io_pct 0.2

create_clock -name clk0 -period $clk_period [get_ports {clk}]

set non_clock_inputs [all_inputs -no_clocks]
set_input_delay [expr $clk_period * $clk_io_pct] -clock clk0 $non_clock_inputs
set_output_delay [expr $clk_period * $clk_io_pct] -clock clk0 [all_outputs]
</file>
==> flow_results.org <==
#+TITLE: Synthesis and PnR summary

** Synthesis
- Per the synthesis report, the dominant area consumer among library cells is sky130_fd_sc_hd__dfxtp_1.
- After synthesis, the mean cell area works out to 9.03 um^2.
- Post-synthesis sequential element count :: 8
- Warning count from the yosys run :: 1
- Leading post-synthesis cells by cell area :: sky130_fd_sc_hd__dfxtp_1, sky130_fd_sc_hd__ha_1, sky130_fd_sc_hd__buf_4
- Synthesis handed over a netlist of 55 instances.
- The synth_stat.txt file lists the number of cells as 55.
- Area share of the largest cell type after synthesis :: 32.2%
- Summing the sequential cell areas from Yosys gives 32.2% of the chip area.
- The mapped netlist covers 497 um^2.
- According to the Yosys statistics, the synthesized design has a chip area of 497 um^2.
- The netlist uses 19 different library cells.

** Die
- Overall chip area :: 0.00640 mm^2
- Measured along the x axis, the die boundary spans 80 um.
- In this run the vertical extent of the chip is 80 um.
- I/O pins :: 14
- Pre-Place Util :: 14.5%
- The floorplan has 21 rows.
- Core area :: 0.00342 mm^2

** Power and ir drop
- Per the summary, power density relative to cell area is 474 mW/mm^2.
- Sequential cells account for 55.1% of the total power.
- Switching portion of total power :: 21.0%
- Switching power :: 0.0711 mW
- Maximum resistive drop on vdd :: 0.000190 V
- Comb power frac :: 6.3%
- Total power consumption of the routed design :: 0.339 mW
- Leakage power summed over all cells :: 0.287 nW
- Internal power consumption :: 0.268 mW
- In this run, the clock network consumes 38.5% of the power.

** Detailed routing
- Pre-Repair DR Iteration Count :: 4
- The script logs the ratio of routed vias to standard cells as 3.35.
- Antenna repair during routing inserted a diode count of 0.
- In the final routed layout, each cell accounts on average for 8.58 um.
- Nets still carrying antenna violations after routing amount to 0.
- Total routed wirelength :: 952 um
- For this run, design rule violations remaining after detail routing come to 0.
- Vias post-DR :: 372
- For this block, the initial DRC count from the detailed router was 12.

** Final layout
- Area growth from synthesis to final layout :: 43.8%
- Fraction of final layout cells with drive strength greater than 1 :: 20.0%
- Non-filler cells, final :: 111
- At the end of the flow the core is filled with cells to 20.9%.

** Timing
- The final timing report lists a hold violation count of 0.
- Final TNS setup :: 0 ns
- Between clock sinks in the finished design, the worst skew comes to 0.00622 ns.
- The final report lists the setup-violating endpoint count as 0.
- For the finished layout, the period the worst path requires is 1.75 ns.
- Hold slack :: 0.476 ns
- Slew Limit Fails :: 0
- Checking max transition, the worst relative margin is 84.0%.
- Unrepaired setup endpoints after global routing :: yes
- Worst slew pin tran :: 0.238 ns
- F_max :: 573 MHz
- Post-layout period usage of the worst path :: 97.0%

** Worst setup path
- Kind of start point of the critical path :: register
- Worst setup path class :: register to primary output
- Along the worst path, the maximum fanout reaches 5.
- The required time at the worst endpoint is listed as 1.44 ns.
- The worst setup path is captured at a primary output.
- Signal arrival time at the worst endpoint :: 1.39 ns

** Job
- The logs give a warning total of 31.
- Tally of max-capacitance violations :: 0

** GRT
- The first global-routing pass estimated 1500 um of wire.
- For this run the aggregate overflow at the end of global routing stands at 0.
- Initial antenna violation count :: 0
- Entering global routing, the biggest net connects 7 pins.
- Via count of the first global-routing pass :: 346
- GRT Util Overall :: 2.93%

** Clock network
- TritonCTS built the clock tree.
- The skew report gives the latency at the later pin of the worst-skew pair as 0.25 ns.
- The number of clock sinks came to 8.
- Post-CTS setup buffer count :: 0
- Hold buffer count at cts :: 0
- Post-CTS clock slew at the launch and capture registers of the worst setup and hold paths :: 0.05 ns
- Per the CTS log, the maximum H-tree level is 1.
- Looking at the clock tree report, the root buffer type is sky130_fd_sc_hd__clkbuf_4.
- In this run, CTS created clock tree buffers numbering 3.
- The clock passes through at most 2 buffers.

** Placed design
- Placed Cells :: 108
- Routability-driven placement finished with a final weighted congestion of 0.789.
- Post-detail-place hpwl :: 752 um
- Per the placement log, port buffering inserted 13 buffers.

** Worst hold path
- The min-delay analysis places its worst path in the category register to register.

** Outcome
- The flow ran to the end, and the final reports show no timing, DRC or antenna violations.
==> cell usage after synthesis <==
master and count:
sky130_fd_sc_hd__or2_2 1, sky130_fd_sc_hd__xor2_1 2, sky130_fd_sc_hd__nand4b_1 1, sky130_fd_sc_hd__nand2_1 2, sky130_fd_sc_hd__and4b_4 1, sky130_fd_sc_hd__a21o_1 1, sky130_fd_sc_hd__o21ai_0 1, sky130_fd_sc_hd__nor2_1 9
sky130_fd_sc_hd__inv_1 7, sky130_fd_sc_hd__a211o_4 1, sky130_fd_sc_hd__buf_4 6, sky130_fd_sc_hd__dfxtp_1 8, sky130_fd_sc_hd__nand3_1 2, sky130_fd_sc_hd__and3_1 1, sky130_fd_sc_hd__ha_1 7, sky130_fd_sc_hd__a211oi_1 1
sky130_fd_sc_hd__xnor2_1 2, sky130_fd_sc_hd__a311oi_1 1, sky130_fd_sc_hd__mux2i_1 1
==> sequential cells by signal, summed over array words and instances, names as in the netlist <==
register,count
timer,6
state,2
==> cell usage in the layout, fill, tap and decap left out, drive strengths merged <==
| cell | count |
|---|---|
| dfxtp | 8 |
| nand2 | 2 |
| ha | 7 |
| inv | 7 |
| xnor2 | 2 |
| dlymetal6s2s | 3 |
| a211o | 1 |
| and4b | 1 |
| nand3 | 2 |
| nor2 | 9 |
| o21ai | 1 |
| and3 | 1 |
| a21o | 1 |
| or2 | 1 |
| mux2i | 1 |
| nand4b | 1 |
| a211oi | 1 |
| clkbuf | 3 |
| xor2 | 2 |
| clkdlybuf4s50 | 10 |
| a311oi | 1 |
==> power by group through the flow <==
| stage | Combinational [mW] | Clock (mW) | Sequential [mW] |
|---|---|---|---|
| CTS | 0.0220 | 0.138 | 0.188 |
| global route | 0.0259 | 0.150 | 0.188 |
| finish | 0.0214 | 0.131 | 0.187 |
==> routing by layer <==
layer	GRT usage, %	vias to the layer above	wire length [um]
li1	-	194	-
met1	3.58	159	482
met2	4.09	19	324
met3	2.50	0	146
met4	0	0	0
met5	0	-	0
==> worst max-delay path, cell delays in order, from the launching register on <==
cell,delay (ns)
sky130_fd_sc_hd__dfxtp_4,0.39
sky130_fd_sc_hd__inv_4,0.05
sky130_fd_sc_hd__ha_4,0.17
sky130_fd_sc_hd__nor2_4,0.09
sky130_fd_sc_hd__inv_1,0.05
sky130_fd_sc_hd__clkdlybuf4s50_1,0.39
==> stage by stage <==
step / setup slack (ns) / cell area, um^2
2_1_floorplan: 0.423 / 497
4_1_cts: 0.0124 / 699
6_report: 0.0548 / 714
3_3_place_gp: 0.108 / 639
5_1_grt: -0.0186 / 714
3_5_place_dp: 0.0695 / 639
==> cell type report <==
cell class,instances,area (um^2)
tap,46,57.6
clock buffer,3,22.5
multi-input combinational,34,300
timing repair buffer,13,138
inverter,7,28.8
fill,375,2700
sequential,8,168
==> cell families (layout without fill, tap and decap cells) <==
family	count (synthesis)	count (layout)	synth area share [%]
AND/OR/NAND/NOR	17	17	17.4
buffers and inverters	13	23	14.4
flip-flops	8	8	32.2
adder cells (fa/ha/maj)	7	7	17.6
AND-OR/OR-AND	5	5	9.32
XOR/XNOR	4	4	7.05
multiplexers	1	1	2.02
==> timing repair <==
| action | CTS | global route |
|---|---|---|
| resized | 10 | 6 |
| setup endpoints to repair | 4 | 7 |
| pin swaps | 1 | 0 |
| hold endpoints to repair | 0 | 0 |
==> path summary, 6_finish.rpt <==
path	startpoint	end	slack (ns)	cells past startpoint
max	state[0]	north_light[0]	0.05	5
min	timer[0]	timer[0]	0.48	1
max reg2reg	state[1]	timer[2]	0.34	5
min reg2reg	timer[0]	timer[0]	0.48	1
Power figures rest on the tool's default switching activity, not on a simulated workload.
